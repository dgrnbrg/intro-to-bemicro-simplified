==> /design/flow/constraint.sdc <==
current_design bemicro_top

set clk_period 1.3
set clk_io_pct 0.2

create_clock -name clk0 -period $clk_period [get_ports {CLK_FPGA_50M}]

set non_clock_inputs [all_inputs -no_clocks]
set_input_delay [expr $clk_period * $clk_io_pct] -clock clk0 $non_clock_inputs
set_output_delay [expr $clk_period * $clk_io_pct] -clock clk0 [all_outputs]
==> /design/flow/run.sh <==
#!/bin/bash
# OpenROAD 26Q1-2900-gdf79404cd8, Yosys 0.63+post, stock flow scripts
make -C /OpenROAD-flow-scripts/flow DESIGN_CONFIG=/design/flow/config.mk WORK_HOME=/design/flow/orfs finish
==> /design/flow/design.v <==
module bemicro_top(
   input    wire  CLK_FPGA_50M,
   input    wire  CPU_RST_N,
   output   wire  TEMP_CS_N,
   output   wire  TEMP_SC,       
   output   wire  TEMP_MOSI,
   input    wire  TEMP_MISO,
   input    wire  RECONFIG_SW1,
   input    wire  RECONFIG_SW2,
   input    wire  PBSW_N,
   output   wire  F_LED0,
   output   wire  F_LED1,
   output   wire  F_LED2,
   output   wire  F_LED3,
   output   wire  F_LED4,
   output   wire  F_LED5,
   output   wire  F_LED6,
   output   wire  F_LED7
   );
   wire             clk;  
   wire [1:0]       pb;  
   wire [7:0]       temp_sensor;  
   reg [7:0]  led;
   assign clk = CLK_FPGA_50M;
   assign pb = {~PBSW_N, ~CPU_RST_N};
   assign {F_LED0,F_LED1,F_LED2,F_LED3,F_LED4,F_LED5,F_LED6,F_LED7} = ~led;
   reg [19:0]   reset_cnt;
   always @(posedge clk)
     if (!reset_cnt[19])
       reset_cnt <= reset_cnt + 1'b1;
   wire         reset = ~reset_cnt[19];
   reg [1:0]    pb_s0, pb_s1, pb_in;
   always @(posedge clk)
     begin
     pb_s0 <= pb;
     pb_s1 <= pb_s0;
     pb_in <= pb_s1;
     end
   wire [25:0]  pb0_cntr, pb1_cntr;
   counter_sat #(26) PB0_CNTR(
                              .count            (pb0_cntr),
                              .clk              (clk),
                              .clear            (pb_in[0]));
   counter_sat #(26) PB1_CNTR(
                              .count            (pb1_cntr),
                              .clk              (clk),
                              .clear            (pb_in[1]));
   wire pb0_saturated = pb0_cntr[25];  
   wire pb1_saturated = (pb1_cntr[25:0] > 26'he4e1c0) ? 1'b1 : 1'b0;  
   wire pb0_event = pb_in[0] && pb0_saturated;
   wire pb1_event = pb_in[1] && pb1_saturated;
	wire [7:0] counter_led_out;
	always @(posedge clk) led <= counter_led_out;
   binary_counter counter0(
                           .led(counter_led_out),
                           .clk(clk),
                           .reset(reset),
                           .event0(pb0_event),
                           .event1(pb1_event));
endmodule  
module binary_counter( 
   led,
   clk, reset, event0, event1
   );
   input              clk;
   input              reset;
   input              event0;
   input              event1;
   output wire [7:0]  led;
   reg [7:0]          count;
   always @(posedge clk or posedge reset)
     begin
     if (reset)
       count <= 8'b0;
     else
       begin
       if (event0)
         count <= count + 1'b1;
       else if (event1)
         count <= count - 1'b1;
       end
     end
   assign led = count;
endmodule  
module counter_sat( 
   count,
   clk, clear
   );
   parameter WIDTH = 10;
   input                    clk;
   input                    clear;
   output reg [WIDTH-1:0]   count;
   always @(posedge clk)
     begin
     if (clear)  
       count <= 'b0;
     else 
       begin
       if (count[WIDTH-1] == 1'b0)
         count <= count + 1'b1;
       end  
     end  
endmodule
==> /design/flow/config.mk <==
export PLATFORM = sky130hd
export DESIGN_NAME = bemicro_top
export DESIGN_NICKNAME = bemicro_top
export VERILOG_FILES = /design/flow/design.v
export SDC_FILE = /design/flow/constraint.sdc
export NUM_CORES = 4
export LEC_CHECK = 1
export CORE_UTILIZATION = 30
==> deck_impl_summary.md <==
Physical Implementation Snapshot

Outcome
  – Status: finished, violations left
  – Violated checks: setup timing

Min path
  – Hold crit path type: reg -> async

Floorplan
  – Core Rows: 43
  – Fp util: 30.92%
  – Die Ht: 121.9 um
  – Core area: 0.01393 mm^2
  – Die Area: 0.01485 mm^2
  – Horizontal die size: 121.9 um
  – Num ports: 17

Worst setup path
  – Critical Path Source Type: flip-flop
  – CP arrival: 2270 ps
  – Worst path cell trace: nand2_8 > ha_4 > and3_4 > a221o_1 > o41a_1 > a2111o_1 > nand4_1
  – Worst stage delay on the critical path: 380 ps
  – CP Capture Type: flip-flop
  – WP buf/inv: 0
  – Critical Path RT: 1570 ps
  – CP Max Fanout: 6
  – Slowest-stage cell, CP: dfxtp_4
  – Critical path type: reg -> reg
  – Worst path top cell family by delay: AND-OR/OR-AND gates

Yosys
  – Synth Instances: 438
  – Post-synth top area cell: dfxtp_1
  – Seq share, synth: 49.01%
  – Dominant flop cell: dfxtp_1
  – Mapped Area: 0.004309 mm^2
  – Yosys top cell area share: 31.13%
  – Top cells by area: dfxtp_1, edfxtp_1, xor2_1
  – Yosys Chip Area: 0.004309 mm^2
  – Flops after synth: 94
  – Post-synth EDFFs: 19
  – Synthesis Warnings: 6
  – Synth unique cells: 53
  – Ys async rst share: 8.511%
  – Syn_area_per_cell: 9.838 um^2
  – Cell count in the Yosys report: 438

Routing
  – Routed WL: 9.334 mm
  – Antenna-violating nets left: 0
  – WL/cell: 12.06 um
  – DR vias: 3576
  – Vias per cell: 4.620
  – Drt first pass iters: 4
  – Diode count: 0
  – Remaining DRCs: 0
  – 1st-iter DRT viols: 184

Pwr
  – VDD IR max: 0.6392 mV
  – Pwr Total: 7.243 mW
  – Leakage power: 2.880 nW
  – Power per Cell Area: 1081 mW/mm^2

Global route
  – Initial antenna violation count: 0
  – Vias in the first global route: 3433
  – GRT overflow: 0
  – Gr usage total: 13.04%
  – Pin count of the biggest net entering global routing: 29
  – First-pass GRT wire length: 15.54 mm

Placement
  – Dpl hpwl: 5.779 mm
  – Gpl congestion: 0.8156
  – IO buf count: 10

Clock network
  – Clock buffer depth: 2
  – Cts bufs inserted: 9
  – CTS tree: yes
  – Clock-pin slew on the worst setup and hold paths: 70 ps
  – Hold buffer count at CTS: 0
  – CTS Root Buffer Type: clkbuf_16
  – Late-Pin Clk Latency: 340 ps
  – CTS sink cnt: 94
  – H-Tree Depth: 3

Cells and area
  – Synthesis-to-finish area growth: 55.46%
  – Layout cells sized above 1: 45.12%
  – Fillers: 1148

Final timing
  – Period utilisation layout: 153.6%
  – Setup TNS Final: -15840 ps
  – Final min period: 1997 ps
  – Worst setup margin: -697.1 ps
  – RSZ-0062 raised after global routing: yes
  – Setup violations, final: 62
  – Max Freq: 500.7 MHz
  – Worst clock skew: 5.930 ps
  – Slew Viols, Final: 0
  – Final hold violation count: 0

Job
  – Max Cap Viol: 0
  – Log Warnings: 32
[registers in the layout, summed over array words and instances (netlist names)]
name            cells
PB0_CNTR.count     26
PB1_CNTR.count     26
reset_cnt          20
counter0.count      8
led                 8
pb_in               2
pb_s0               2
pb_s1               2
[synthesized netlist by cell type, drive strengths merged (2+ instances only)]
cell    count
dfxtp      67
nor2       65
xor2       35
nand3      34
xnor2      34
inv        22
edfxtp     19
nand2      18
nand4      18
nor3       14
and3       11
ha         10
nor4       10
clkbuf      9
buf         8
dfrtp       8
and4        6
mux2        6
or3         4
a21oi       3
nand3b      3
nor2b       3
o21ai       3
a21o        2
mux2i       2
nand2b      2
o31ai       2
[cell usage in the layout (no fill, tap or decap), types with 4 or more instances in the layout]
cell type and instances:
buf_4 120, nor2_1 61, dfxtp_1 44, xor2_1 34, xnor2_1 28, inv_1 22, nand3_1 21, buf_6 21
dfxtp_2 20, edfxtp_1 19, nand4_1 18, nand2_1 13, clkbuf_16 11, nand3_2 10, nor4_4 9, dfrtp_1 8
dlygate4sd2_1 8, and3_4 6, nor3_4 6, mux2_4 6, xnor2_2 6, and3_1 5, nor3_1 5, ha_4 5
nor2_4 4, ha_1 4
[final cells by class]
class / count / area [um^2] / area share, %
Tap cell: 180 / 225.2 / 3.362
Timing Repair Buffer: 155 / 1297 / 19.37
Sequential cell: 94 / 2148 / 32.07
Clock inverter: 5 / 30.03 / 0.4483
Multi-Input combinational cell: 307 / 2640 / 39.41
Inverter: 22 / 82.58 / 1.233
Clock buffer: 11 / 275.3 / 4.109
[metrics by stage]
step	setup slack (ps)	instance area, um^2	hold WS [ps]	utilization, %	cells
after floorplan	-764.1	4666	90.40	-	440
after global placement	-806.5	5713	160.0	41.00	727
after detailed placement	-847.5	5713	162.7	41.00	727
after CTS	-696.6	6429	168.5	46.13	760
after global routing	-765.7	6699	204.7	48.07	774
final	-697.1	6699	167.8	48.07	774
[cell families after synthesis]
kind of cell / share of synthesized area (%)
multiplexers: 2.032
adder cells (fa/ha/maj): 3.368
buffers and inverters: 3.949
AND-OR/OR-AND: 4.326
AND/OR/NAND/NOR: 23.20
flip-flops: 49.01
XOR/XNOR: 14.02
other: 0.08702
[report_power, final]
group | switching (mW) | leakage [nW] | internal, mW
registers | 0.133 | 0.880 | 3.15
clock network | 1.11 | 0.153 | 1.52
logic | 0.511 | 1.85 | 0.820
[timing repair]
item                                   in CTS  in global routing
gates resized                              77                 36
setup buffers                              17                 15
endpoints found under the hold margin       0                  0
cloned                                      1                  0
pin swaps                                  37                 46
setup endpoints to repair                  69                 65
[worst paths after layout]
path	startpoint	to	slack [ps]	cells after the start
max in group asynchronous	reset_cnt[19]	counter0.count[5]	990	1
max reg2reg	pb_in[0]	counter0.count[7]	-700	7
min	reset_cnt[19]	counter0.count[0]	170	1
min in group clk0	pb_s0[0]	pb_s1[0]	330	0
max	pb_in[0]	counter0.count[7]	-700	7
min reg2reg	reset_cnt[19]	counter0.count[0]	170	1
[metal layers]
| layer | up-vias | wire, um | global-route usage, % |
|---|---|---|---|
| li1 | 1821 | - | - |
| met1 | 1718 | 4824 | 20.78 |
| met2 | 28 | 4188 | 19.70 |
| met3 | 9 | 176 | 1.479 |
| met4 | 0 | 146 | 2.238 |
| met5 | - | 0 | 0 |
Power and IR drop assume default switching activity.
